## flow/config.mk

```make
export PLATFORM = sky130hd
export DESIGN_NAME = TinyMIPS
export DESIGN_NICKNAME = TinyMIPS
export VERILOG_FILES = /design/flow/design.v
export SDC_FILE = /design/flow/constraint.sdc
export NUM_CORES = 4
export LEC_CHECK = 1
export CORE_UTILIZATION = 30
```

## flow/constraint.sdc

```tcl
current_design TinyMIPS

set clk_period 8.7
set clk_io_pct 0.2

create_clock -name clk0 -period $clk_period [get_ports {clk}]

set non_clock_inputs [all_inputs -no_clocks]
set_input_delay [expr $clk_period * $clk_io_pct] -clock clk0 $non_clock_inputs
set_output_delay [expr $clk_period * $clk_io_pct] -clock clk0 [all_outputs]
```

## flow/design.v

```verilog
`timescale 1ns / 1ps
module TinyMIPS(clk, rst, data_fromRAM, wrEn, addr_toRAM, data_toRAM);
    input clk, rst;
    output reg wrEn;
    input [15:0] data_fromRAM;
    output reg [15:0] data_toRAM;
    output reg [7:0] addr_toRAM;
    reg [2:0] st, stN;
    reg [7:0] PC, PCN;
    reg [15:0] IW, IWN;
    reg [15:0] T1, T1N, T2, T2N;
    reg [15:0] RF [7:0];
    always @(posedge clk) begin
        st <= stN;
        PC <= PCN;
        IW <= IWN;
        T1 <= T1N;
        T2 <= T2N;
    end
    always @ * begin
        if (rst) begin
            stN = 3'd0;
            PCN = 8'd0;
        end
        else begin
            wrEn = 1'b0;
            PCN = PC;
            IWN = IW;
            stN = 3'dx;
            addr_toRAM = 8'hX;
            data_toRAM = 16'hX;
            T1N = 16'hX;
            T2N = 16'hX;
            case (st)
                3'd0: begin  
                    addr_toRAM = PC;
                    stN = 3'd1;
                end
                3'd1: begin  
                    IWN = data_fromRAM;
                    if(data_fromRAM[15:12] == 4'b0000) begin  
                        T1N = RF[data_fromRAM[8:6]];
                        stN = 3'd2;
                    end
                    else if(data_fromRAM[15:12] == 4'b0001) begin  
                        T1N = RF[data_fromRAM[8:6]];
                        stN = 3'd2;
                    end
                    else if(data_fromRAM[15:12] == 4'b0010) begin  
                        T1N = RF[data_fromRAM[8:6]];
                        stN = 3'd2;
                    end
                    else if(data_fromRAM[15:12] == 4'b0011) begin  
                        T1N = RF[data_fromRAM[8:6]];
                        T2N = RF[data_fromRAM[5:3]];
                        stN = 3'd3;
                    end
                    else if(data_fromRAM[15:12] == 4'b0100) begin  
                        T1N = RF[data_fromRAM[8:6]];
                        stN = 3'd2;
                    end
                    else if(data_fromRAM[15:12] == 4'b0101) begin  
                        T1N = RF[data_fromRAM[8:6]];
                        T2N = RF[data_fromRAM[11:9]];
                        stN = 3'd3;
                    end
                    else if(data_fromRAM[15:12] == 4'b0110) begin  
                        T1N = RF[data_fromRAM[8:6]];
                        stN = 3'd3;
                    end
                    else if(data_fromRAM[15:12] == 4'b0111) begin  
                        RF[data_fromRAM[11:9]] = {7'd0,data_fromRAM[8:0]};
                        PCN = PC + 8'd1;
                        stN = 3'd0;
                    end
                    else if(data_fromRAM[15:12] == 4'b1000) begin  
                        T1N = RF[data_fromRAM[11:9]];
                        T2N = RF[data_fromRAM[8:6]];
                        stN = 3'd3;
                    end
                    else if(data_fromRAM[15:12] == 4'b1001) begin  
                        T1N = RF[data_fromRAM[11:9]];
                        stN = 3'd2;
                    end
                    else if(data_fromRAM[15:12] == 4'b1010) begin  
                        T1N = RF[data_fromRAM[11:9]];
                        stN = 3'd2;
                    end
                end
                3'd2: begin  
                    if (IW[15:12]==4'b0000) begin  
                        T1N = T1;
                        T2N = RF[IW[5:3]];
                        stN = 3'd3;
                    end
                    else if (IW[15:12]==4'b0001) begin  
                        RF[IW[11:9]] = T1 + {{2{IW[5]}}, IW[5:0]};
                        PCN = PC + 8'd1;
                        stN = 3'd0;
                    end
                    else if (IW[15:12]==4'b0010) begin  
                        T1N = T1;
                        T2N = RF[IW[5:3]];
                        stN = 3'd3;
                    end
                    else if (IW[15:12]==4'b0100) begin  
                        addr_toRAM = T1 + IW[5:0];
                        stN = 3'd3;
                    end
                    else if (IW[15:12]==4'b0101) begin  
                        addr_toRAM = T1 + IW[5:0];
                        data_toRAM = T2;
                        wrEn = 1'b1;
                        PCN = PC + 8'd1;
                        stN = 3'd0;
                    end
                    else if (IW[15:12]==4'b1001) begin  
                        T2N = RF[IW[8:6]];
                        T1N = T1;
                        stN = 3'd3;
                    end
                    else if (IW[15:12]==4'b1010) begin  
                        T2N = RF[IW[8:6]];
                        T1N = T1;
                        stN = 3'd3;
                    end
                end
                3'd3: begin  
                    if (IW[15:12]==4'b0000) begin  
                        RF[IW[11:9]] = T1 + T2;
                        PCN = PC + 8'd1;
                        stN = 3'd0;
                    end
                    else if (IW[15:12]==4'b0010) begin  
                        RF[IW[11:9]] = T1 * T2;
                        PCN = PC + 8'd1;
                        stN = 3'd0;
                    end
                    else if (IW[15:12]==4'b0011) begin  
                        RF[IW[11:9]] = (T2 < 32) ? (T1 >> T2) : (T1 << (T2 - 32));
                        PCN = PC + 8'd1;
                        stN = 3'd0;
                    end
                    else if (IW[15:12]==4'b0100) begin  
                        RF[IW[11:9]] = data_fromRAM;
                        PCN = PC + 8'd1;
                        stN = 3'd0;
                    end
                    else if (IW[15:12]==4'b0110) begin  
                        RF[IW[11:9]] = T1;
                        PCN = PC + 8'd1;
                        stN = 3'd0;
                    end
                    else if (IW[15:12]==4'b1000) begin  
                        PCN = (T1 == T2) ? (PC + {{10{IW[5]}}, IW[5:0]}) : (PC + 8'd1);  
                        stN = 3'd0;
                    end
                    else if (IW[15:12]==4'b1001) begin  
                        PCN = (T1 < T2) ? (PC + {{10{IW[5]}}, IW[5:0]}) : (PC + 8'd1);  
                        stN = 3'd0;
                    end
                    else if (IW[15:12]==4'b1010) begin  
                        PCN = (T1 > T2) ? (PC + {{10{IW[5]}}, IW[5:0]}) : (PC + 8'd1);  
                        stN = 3'd0;
                    end
                end
            endcase
        end  
    end  
endmodule
module blram(clk, rst, we, addr, din, dout);
    parameter SIZE = 8, DEPTH = 2**SIZE;
    input clk;
    input rst;
    input we;
    input [SIZE-1:0] addr;
    input [15:0] din;
    output reg [15:0] dout;
    reg [15:0] mem [DEPTH-1:0];
    always @(posedge clk) begin
        dout <= mem[addr[SIZE-1:0]];
        if (we)
            mem[addr[SIZE-1:0]] <= din;
    end
endmodule
```

## flow/run.sh

```bash
#!/bin/bash
# OpenROAD 26Q1-2900-gdf79404cd8, Yosys 0.63+post, stock flow scripts
make -C /OpenROAD-flow-scripts/flow DESIGN_CONFIG=/design/flow/config.mk WORK_HOME=/design/flow/orfs finish
```

==> results.yml <==
# synthesis and place-and-route metrics
logic_synthesis:
  ys.flop_type: "dlxtn_1"
  synth-edff-count: 0
  top_area_cell: "dlxtn_1"
  ys_area_um2: 19290
  async_flop_share_pct: 0
  yosys_warnings: 2
  netlist_instances: 2380
  synth_top_area_share_pct: 15.66
  netlist_area_um2: 19290
  synthTopCellsByCount: "245 x nand2_1, 201 x dlxtn_1, 183 x inv_1"
  synth_stat.cells: 2380
  ys_ff: 261
  syn_avg_cell_area_um2: 8.104
  ys_types: 74
  top_cell: "nand2_1"
  area_leaders: "dlxtn_1 16%, fa_1 8.6%, mux4_2 7.8%"
setup_path:
  r2r-end: "PC[7]"
  start_kind: "primary input"
  cp_top_family: "simple AND/OR/NAND/NOR gates"
  critPathCaptureType: "flip-flop"
  r2r_start: "T2[3]"
  cp_max_fo: 10
  critPathSlowestCell: "clkdlybuf4s50_1"
  cp.required_ns: 8.96
  rr_worst_depth: 11
  arrival_ns: 4.02
  crit_type: "in2reg"
  worst_path_largest_cell_delay_ns: 0.69
  path_cells: "clkdlybuf4s50_1 -> nor2b_1 -> and3_1 -> nand2b_1 -> o211ai_1 -> or3_1 -> a21oi_1"
  r2r_slack_ns: 5.18
  worst-path-buf-inv: 1
clock_network:
  hold_buffers: 0
  root_buffer: "clkbuf_16"
  clkTransAtPathRegs_ns: 0.06
  numCtsBuffers: 9
  clkLatencyLatePin_ns: 0.34
  cts_resized: 0
  cts_tree: "yes"
  postCtsSetupBuffers: 0
  htree_num_levels: 3
  cts.path.max_buffers: 2
route:
  final_antenna_net_count: 0
  vias: 17829
  diodes: 0
  drt-initial-drc-count: 1687
  via_per_inst: 5.635
  dr.pass1.iters: 6
  wl_um: 69540
  drcViolationCount: 0
  post_drt_wl_per_cell_um: 21.98
power:
  ir_worst_vdd_uv: 175.8
  cellLeakagePower_nw: 8.625
  power_mw: 2.858
  p_per_area_nw_per_um2: 137.5
outcome:
  status: "finished, final reports clean"
place:
  portBuffers: 42
  place_hpwl_um: 48240
  preCtsSetupSlack_ns: 4.640
  gp_congestion: 0.9970
  placed_cells: 3149
  dpl_cell_area_um2: 20480
layout:
  final_cells: 3164
  area_growth_syn_to_layout_pct: 7.765
  fin_area_um2: 20780
  n_fill_cell: 6672
  final_layout_size_suffix_gt1_share_pct: 9.879
min_path:
  min_path_cells: 1
  hp-class: "reg2reg"
  holdPathEnd: "st[2]"
  worstHoldStart: "st[0]"
sta:
  worst_pin_slew_ns: 0.9647
  hold_viol_final: 0
  period_used_pct: 43.19
  final.setup_skew_ns: 0.01314
  slew_headroom_pct: 35.33
  rsz0062_at_grt: "no"
  fin_ws_ns: 4.943
  setup_tns_ns: 0
  unclocked_pins: 201
  report.final.slew_viol_count: 0
  min_period_ns: 3.757
  untimed_endpoints: 274
  final-setup-viol-count: 0
  fmaxAchievable_ghz: 0.2661
job:
  maxCapViolations: 0
  log.warning_count: 40
global_routing:
  antenna_found_initial: 1
  grt_pass1_wl_um: 106800
  grt_pass1_vias: 17220
  grt_util_all_layers_pct: 21.67
  overflow: 0
  grt_max_degree: 69
floorplanning:
  ioPinCount: 43
  fp_util_pct: 30.46
  core_area_um2: 63310
  die_x_um: 255.6
  die_h_um: 255.6
  dieArea_um2: 65310
  rows: 92
## cell type report
| class | instances | area, um^2 | share of cell area, % |
|---|---|---|---|
| multi-input cells | 1750 | 13650 | 65.66 |
| clock inverters | 4 | 48.80 | 0.2348 |
| well taps | 846 | 1059 | 5.093 |
| inverters | 188 | 705.7 | 3.395 |
| flip-flops and latches | 261 | 4230 | 20.35 |
| clock buffers | 11 | 252.7 | 1.216 |
| repair buffers | 104 | 840.8 | 4.045 |
## report_power, final
part / total, mW / leakage (nW) / switching (mW) / internal, mW
Clock: 0.376 / 0.151 / 0.140 / 0.235
Sequential: 0.479 / 2.09 / 0.0876 / 0.392
Combinational: 2.00 / 6.38 / 1.23 / 0.770
Total: 2.86 / 8.62 / 1.46 / 1.40
## per-layer routing
layer	track usage, %	part of all wire (%)	vias up
met5	0	0.017	-
met4	6.254	3.8	2
met3	6.562	11	177
met2	33.06	44	933
met1	30.10	41	8415
li1	-	-	8302
## worst max-delay path by stage
stage / startpoint / end / slack (ns) / depth (start not counted)
final: data_fromRAM[12] / PC[7] / 4.94 / 7
after global routing: data_fromRAM[12] / PC[7] / 4.72 / 7
after CTS: data_fromRAM[12] / PC[7] / 4.96 / 7
## registers in the layout, summed over array words and instances, names as in the netlist, 8 cells and up
register and cells:
T1N 16, T2N 16, RF 128, IWN 16, IW 16, addr_toRAM 8, PC 8, T2 16
data_toRAM 16, T1 16
## stage by stage
stage	hold WS (ns)	utilization, %
2_1_floorplan	0.4138	-
3_3_place_gp	0.4222	32.35
3_5_place_dp	0.4393	32.35
4_1_cts	0.4555	32.83
5_1_grt	0.4587	32.83
6_report	0.4543	32.83
## cells in the final DEF (no fill, tap or decap), types with 10 or more instances in the layout
| cell | instances |
|---|---|
| a211oi_1 | 27 |
| a21o_1 | 14 |
| a21oi_1 | 173 |
| a221oi_1 | 32 |
| a22o_1 | 25 |
| a22oi_1 | 21 |
| a31oi_1 | 20 |
| and2_1 | 47 |
| and3_1 | 10 |
| buf_4 | 62 |
| clkdlybuf4s50_1 | 33 |
| dfxtp_1 | 51 |
| dlxtn_1 | 201 |
| fa_1 | 83 |
| ha_1 | 96 |
| inv_1 | 183 |
| mux2_2 | 49 |
| mux2i_1 | 106 |
| mux4_2 | 67 |
| nand2_1 | 245 |
| nand2b_1 | 26 |
| nand3_1 | 47 |
| nor2_1 | 161 |
| nor2b_1 | 23 |
| nor3_1 | 32 |
| o211ai_1 | 23 |
| o21a_1 | 20 |
| o21ai_0 | 157 |
| o22ai_1 | 40 |
| o31ai_1 | 10 |
| or3_1 | 11 |
| xnor2_1 | 52 |
| xor2_1 | 19 |
## logic make-up (layout without fill, tap and decap cells)
family          count (synthesis)  after routing  share of synthesized area, %
simple gates                  628            628                         14.73
xor+xnor                       71             71                         3.224
buf+inv                       369            307                         7.402
fa+ha+maj                     179            179                         14.84
latches                       201            201                         15.66
compound gates                649            649                         21.66
mux                           223            223                         16.26
flops                          60             60                         6.228
Power and IR drop assume default switching activity.
